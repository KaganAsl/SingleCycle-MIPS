===== flow/config.mk =====
export PLATFORM = sky130hd
export DESIGN_NAME = alu_32
export DESIGN_NICKNAME = alu_32
export VERILOG_FILES = /design/flow/design.v
export SDC_FILE = /design/flow/constraint.sdc
export NUM_CORES = 4
export LEC_CHECK = 1
export CORE_UTILIZATION = 40

===== flow/constraint.sdc =====
current_design alu_32

set clk_period 24.2
set clk_io_pct 0.2

create_clock -name clk0 -period $clk_period

set non_clock_inputs [all_inputs -no_clocks]
set_input_delay [expr $clk_period * $clk_io_pct] -clock clk0 $non_clock_inputs
set_output_delay [expr $clk_period * $clk_io_pct] -clock clk0 [all_outputs]

===== flow/design.v =====
module alu_32(op1, op2, alu_cont, alu_result, z);
input [31:0] op1, op2;
input [3:0] alu_cont;
output reg [31:0] alu_result;
output reg z;
reg [31:0] less;
always @(op1 or op2 or alu_cont)
begin
	case(alu_cont)
	4'b0010 : alu_result = op1 + op2;
	4'b0110 : alu_result = op1 + 1 + ~op2;
	4'b0000 : alu_result = op1 & op2;
	4'b0001 : alu_result = op1 | op2;
	4'b1000 : alu_result = op2;
	4'b0111 : 
		begin
			less = op1 + 1 + ~op2;
			if(less[31])
			alu_result = 1;
			else
			alu_result = 0;
		end
	endcase
z = ~(|alu_result);
end
endmodule

===== flow/run.sh =====
#!/bin/bash
# OpenROAD 26Q1-2900-gdf79404cd8, Yosys 0.63+post, stock flow scripts
make -C /OpenROAD-flow-scripts/flow DESIGN_CONFIG=/design/flow/config.mk WORK_HOME=/design/flow/orfs finish

==> Changelog: implementation <==
### Physical design

* M1 WL at approximately 9600 um
* Fin crit period at around 15,000 ps
* Sw power at ~0.093 mW
* P&R area growth vs syn at 18.2%
* GRT Util Overall at 0.259
* Row Count at 44
* Met3 routed WL at between 900 and 1000 um
* Fin. max-slew vios at 0
* N_diodes at 0
* Die W at around 120 um
* Critical path arrival at just under 10,000 ps
* Achievable frequency at about 68 MHz
* Synth warn at 1
* Worst Path Max Fanout at 4
* Drt wl/cell at 17.5 um
* Endpoints left unconstrained at 64
* Total chip power at roughly 0.18 mW
* Hold/Removal Path Class: primary input to primary output
* Critical path endpoint category: primary output
* Via count at between 6,000 and 7,000
* Startpoint Class: primary input
* Ys flop type: dlxtn_1
* Clock power frac at 0
* Highest metal used: met4
* Hold_ws at between 10,000 and 15,000 ps
* Logic pwr share at 0.917
* DRT Pass-1 Iters at 6
* Setup TNS at 0 ps
* Number of synthesized flops with an enable pin at 0
* Log Warnings at roughly 95
* GP Congestion at around 0.94
* Synth flops at 32
* DRC at 0
* Gate count of the mapped netlist at between 800 and 900
* Status: finished, final reports clean
* WL final at 19,500 um
* Fin crit share at 0.608
* Chip Area, Yosys at just under 6000 um2
* Met2 WL at approximately 9000 um
* Pwr dens at between 20 and 30 nW/um2
* PortBufs at about 100
* Critical Path RT at 19,360 ps
* FP Util at 0.407
* Core area at about 14,000 um2
* Post-CTS Setup Bufs at 0
* Vias in the first global route at 5,971
* Final setup vio count at 0
* Maximum vdd drop at 9.08 uV
* Largest net degree at the start of global routing at 45
* I/O pin total at 101
* Final hold viol count at 0
* Cell area after placement at 6970 um2
* Worst-Margin Slew at between 700 and 800 ps
* Normalized max-slew margin at 0.458
* Switching share of power at 0.530
* Register share of total power at 0.083
* Total gr overflow at 0
* Final antenna-violating net count at 0
* First-iteration detailed-routing DRC count at between 500 and 600
* Global-route wire length before repair at ~31,000 um
* Async SR Flop Fraction at 0
* LEAKAGE at around 3.2 nW
* Vias/cell at between 5 and 6
* Critical path type: primary input to primary output
* Syn_area_per_cell at 6.78 um2
* Post-cts hold buffer count at 0
* Netlist cell types at just under 70
* Die ar. at 15,200 um2
* Initial antenna violation count at 0
* Mapped cell area at about 5900 um2
* Max reg flops at 32
* # Cells Yosys at roughly 870
* Fraction of layout cells with a size suffix above 1 at 0.0313
* Register pins left without a clock at 32
* Post-DP HPWL at around 15,000 um
* RSZ-0062 raised after global routing: false
* Fin area at approximately 7000 um2
* Die Y at roughly 120 um
* Max-cap violations at 0
* Internal at just over 0.08 mW
* Post_cts resized at 0
[stage by stage]
stage                     setup slack [ps]  std cells  utilization
final                                 9470       1110        0.482
after global routing                  9210       1110        0.482
after CTS                             9510       1110        0.482
after detailed placement              9550       1110        0.482
after global placement                9660       1110        0.482
after floorplan                      11070        870            -
[worst max-delay path, stage by stage]
cell	delay [ps]
clkdlybuf4s50_1	530
ha_1	220
inv_1	80
fa_1	410
nand2b_1	210
a21o_1	170
o21ai_0	400
o221ai_1	170
a22o_1	260
or4_1	480
or4_1	410
or4_1	550
nor4_1	300
nand4b_1	120
and4b_1	280
clkdlybuf4s50_1	460
[path summary, 6_finish.rpt]
check / from / cells past startpoint / slack (ps) / endpoint
max: op2[0] / 16 / 9470 / z
min: alu_cont[3] / 8 / 11000 / z
[synthesized netlist by cell type, types with 14 or more instances]
cell / number / area share
ha_1: 95 / 0.20
nand2_1: 65 / 0.041
clkbuf_1: 38 / 0.024
a21oi_1: 70 / 0.059
a21o_1: 15 / 0.019
nor3_1: 21 / 0.018
o31ai_1: 14 / 0.018
mux2i_1: 29 / 0.049
o21ai_0: 43 / 0.036
dlxtn_1: 32 / 0.081
nor2_1: 94 / 0.060
o22ai_1: 23 / 0.024
nor2b_1: 18 / 0.019
inv_1: 88 / 0.056
[power by group through the flow]
stage / clock (mW) / sequential, mW / combinational [mW]
after CTS: 0 / 0.0147 / 0.159
final: 0 / 0.0146 / 0.161
after global routing: 0 / 0.0153 / 0.177
[layout by cell type, fill, tap and decap left out, types with 14 or more instances in the layout]
master           instances
clkdlybuf4s50_1        100
o22ai_1                 23
o21ai_0                 42
a21oi_1                 70
mux2i_1                 29
inv_1                   88
ha_1                    95
dlxtn_1                 32
nor2_1                  94
a21o_1                  15
nand2_1                 65
o31ai_1                 14
nor2b_1                 18
nor3_1                  21
[layer usage]
layer,vias up,GRT usage
met1,3023,0.395
met2,211,0.418
met4,0,0.0339
met5,-,0
met3,16,0.00706
li1,3250,-
[layout make-up]
class | instances | area, um2
Tap cell | 184 | 230
Inverter | 89 | 334
Multi-Input combinational cell | 696 | 4860
Fill cell | 1488 | 7500
Sequential cell | 32 | 480
Timing Repair Buffer | 109 | 1070
[logic make-up (layout without fill, tap and decap cells)]
kind of cell	after synthesis	after routing	synth area share
adder cells (fa/ha/maj)	97	97	0.208
buffers and inverters	142	198	0.0948
multiplexers	33	33	0.0568
latches	32	32	0.0814
XOR/XNOR	4	4	0.00594
AND-OR/OR-AND	290	290	0.334
AND/OR/NAND/NOR	272	272	0.219
Power is estimated from default activity; no workload was simulated.
