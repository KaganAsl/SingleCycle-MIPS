`flow/design.v`:
```
module mult2_to_1_32bit(i0, i1, s, out);
input [31:0] i0, i1;
input s;
output [31:0] out;
assign out = s ? i1:i0;
endmodule
```
`flow/run.sh`:
```
#!/bin/bash
# OpenROAD 26Q1-2900-gdf79404cd8, Yosys 0.63+post, stock flow scripts
make -C /OpenROAD-flow-scripts/flow DESIGN_CONFIG=/design/flow/config.mk WORK_HOME=/design/flow/orfs finish
```
`flow/config.mk`:
```
export PLATFORM = sky130hd
export DESIGN_NAME = mult2_to_1_32bit
export DESIGN_NICKNAME = mult2_to_1_32bit
export VERILOG_FILES = /design/flow/design.v
export SDC_FILE = /design/flow/constraint.sdc
export NUM_CORES = 4
export LEC_CHECK = 1
export CORE_AREA = 10 10 70 70
export DIE_AREA = 0 0 80 80
```
`flow/constraint.sdc`:
```
current_design mult2_to_1_32bit

set clk_period 1.0
set clk_io_pct 0.2

create_clock -name clk0 -period $clk_period

set non_clock_inputs [all_inputs -no_clocks]
set_input_delay [expr $clk_period * $clk_io_pct] -clock clk0 $non_clock_inputs
set_output_delay [expr $clk_period * $clk_io_pct] -clock clk0 [all_outputs]
```
==> flow_summary_export.csv <==
group,metric,value,unit
status,status,"finished, violations left",
status,violations,"negative setup slack",
power,p_leak,0.990,nW
worst_setup_path,crit_path_max_incr_delay,300,ps
die,core,3420,um^2
die,std_cell_rows,21,
placement,dp.cells,177,
timing,slew_violations,0,
yosys,synth_cells,36,
final_layout,ff_count,0,
placement,place_congestion,0.760,
worst_setup_path,path_class,"input port to output pin",
final_layout,syn_to_final_growth,212,%
die,boundaryPins,97,
route,wl_per_cell,14.8,um
placement,numPortBuffers,97,
yosys,ys_cells,36,
final_layout,fin_cells,192,
route,drt_iter0_drc,4,
timing,setup_viol,32,
yosys,logic_family,"multiplexers",
timing,fmax,0.851,GHz
final_layout,drive_above_1_share,56.2,%
worst_setup_path,critical_path.cell_chain,"buf_12, buf_12, buf_8, mux2_4, buf_6",
yosys,largest_area_cell,"mux2_4",
global_route,grt_first_pass_wirelength,4150,um
global_route,track_usage,7.87,%
timing,setup_ws,-175,ps
yosys,ys_sh_xor,0,%
final_layout,num-clock-buffers,0,
timing,tns,-5030,ps
yosys,synthTopCellsByArea,"mux2_4, buf_12, mux2_2, buf_6",
timing,rsz0062_at_grt,"yes",
yosys,ys_warn_count,0,
worst_setup_path,slowest_stage,"mux2_4",
global_route,grt_pass1_vias,824,
yosys,aoi_share,0,%
worst_setup_path,worst-path-buf-inv,4,
global_route,grt_antenna_before_repair,0,
route,n_antenna_cell,0,
route,num_vias,730,
yosys,ys_sh_adder,0,%
job,openroad.warnings,34,
route,first_pass_iters,2,
yosys,avgSynthCellArea,15.1,um^2
worst_setup_path,cp-start-kind,"input port",
worst_setup_path,crit_fanout,7,
yosys,post-synth-top-count-cell,"mux2_4",
worst_setup_path,end_kind,"output pin",
hold_path,hold_class,"input port to output pin",
route,routed_wirelength,2850,um
die,fp.dieH,80,um
power,vdd_drop_max,173,uV
yosys,ys_seq_share,0,%
yosys,ys_types,4,
final_layout,fin_util,49.7,%
global_route,grt-ovfl-total,0,
die,die-width,80,um
placement,post-place-ws,-497,ps
power,p_per_area,389,nW/um^2
worst_setup_path,cp_top_family,"buffers and inverters",
yosys,syn_area,544,um^2
final_layout,fillCellCount,327,
yosys,top_area_share,82.8,%
placement,hpwl,2400,um
yosys,yosys_area,544,um^2
timing,min_period,1180,ps
route,ant_nets,0,
die,fp-utilization,15.9,%
timing,fin_crit_sh,118,%
final_layout,flop_area,0,um^2
route,post-route-drc-count,0,
route,drt-vias-per-instance,3.80,
timing,worst_pin_slew,61.1,ps
timing,hold_violations,0,
worst_setup_path,cp_common_cell,"buf_12",
yosys,yosys.area_share.simple,0,%
job,drv_cap,0,
timing,relSlewSlack,95.9,%
die,dieArea,6400,um^2
global_route,grt_max_degree,8,
worst_setup_path,required,800,ps
yosys,mux_share,86.9,%
worst_setup_path,cp.arrival,980,ps
yosys,top_cells_by_count,"mux2_4, buf_12, mux2_2",
## layer usage
layer / GRT usage, % / share of wire (%) / vias to the layer above
li1: - / - / 362
met5: 0 / 0 / -
met3: 3.07 / 11 / 0
met1: 8.97 / 40 / 317
met4: 0 / 0 / 0
met2: 14.3 / 49 / 51
## per-stage QoR
step / area (um^2) / power [W] / hold WS (ps)
2_1_floorplan: 544 / 0.000206 / 498
3_3_place_gp: 1540 / 0.000654 / 1330
3_5_place_dp: 1540 / 0.000655 / 1330
4_1_cts: 1610 / 0.000644 / 800
5_1_grt: 1700 / 0.000706 / 714
6_report: 1700 / 0.000660 / 694
## report_power, final
part | internal (W) | leakage [nW] | switching [W] | total (W)
Clock | 0 | 0 | 0 | 0
Sequential | 0 | 0 | 0 | 0
Combinational | 0.000519 | 0.990 | 0.000141 | 0.000660
## tightest hold or removal path, delay by kind of cell
family	cells	cell delay [ps]
buf+inv	2	160
mux	1	130
## logic make-up after synthesis
| group | after synthesis |
|---|---|
| buf+inv | 4 |
| mux | 32 |
## cells in the final DEF, fill, tap and decap left out
master / instances
buf_4: 2
mux2_4: 32
dlymetal6s2s_1: 14
buf_8: 3
clkdlybuf4s50_1: 10
buf_2: 12
dlygate4sd2_1: 40
buf_6: 29
buf_16: 1
buf_12: 3
## layout make-up
cell class                 count  area [um^2]  share of cell area (%)
multi-input combinational     32          480                    28.3
tap                           46         57.6                    3.39
timing repair buffer         114         1160                    68.3
## final timing paths
path | startpoint | end | slack [ps] | cells after the start
worst max-delay path | s | out[31] | -180 | 5
worst min-delay path | i0[24] | out[24] | 690 | 3
## timing repair
| action | 4_1_cts | 5_1_grt |
|---|---|---|
| gates resized | 170 | 23 |
| buffers inserted | 14 | 0 |
| hold buffers | 0 | 0 |
| setup endpoints to repair | 32 | 32 |
| cloned | 1 | 0 |
Power figures rest on the tool's default switching activity, not on a simulated workload.
